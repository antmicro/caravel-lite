**./design.v**
```verilog
`default_nettype none
`default_nettype none
module user_project_wrapper #(
    parameter BITS = 32
)(
    inout vdda1,	 
    inout vdda2,	 
    inout vssa1,	 
    inout vssa2,	 
    inout vccd1,	 
    inout vccd2,	 
    inout vssd1,	 
    inout vssd2,	 
    input wb_clk_i,
    input wb_rst_i,
    input wbs_stb_i,
    input wbs_cyc_i,
    input wbs_we_i,
    input [3:0] wbs_sel_i,
    input [31:0] wbs_dat_i,
    input [31:0] wbs_adr_i,
    output wbs_ack_o,
    output [31:0] wbs_dat_o,
    input  [127:0] la_data_in,
    output [127:0] la_data_out,
    input  [127:0] la_oenb,
    input  [(19 + 19)-1:0] io_in,
    output [(19 + 19)-1:0] io_out,
    output [(19 + 19)-1:0] io_oeb,
    inout [(19 + 19)-10:0] analog_io,
    input   user_clock2,
    output [2:0] user_irq
);
assign io_out = io_in;
wire wbs_cyc_i_user;
wire  wbs_ack_o_user;
wire [31:0] wbs_dat_o_user;
wire  wbs_cyc_i_debug;
wire wbs_ack_o_debug;
wire [31:0] wbs_dat_o_debug;
assign wbs_cyc_i_user  = (wbs_adr_i[31:3] != 29'h601FFFF) ? wbs_cyc_i : 0; 
assign wbs_cyc_i_debug = (wbs_adr_i[31:3] == 29'h601FFFF) ? wbs_cyc_i : 0; 
assign wbs_ack_o = (wbs_adr_i[31:3] == 28'h601FFFF) ? wbs_ack_o_debug : wbs_ack_o_user; 
assign wbs_dat_o = (wbs_adr_i[31:3] == 28'h601FFFF) ? wbs_dat_o_debug : wbs_dat_o_user; 
assign wbs_ack_o_user = 0;
debug_regs debug(
    .wb_clk_i(wb_clk_i),
    .wb_rst_i(wb_rst_i),
    .wbs_cyc_i(wbs_cyc_i_debug),
    .wbs_stb_i(wbs_stb_i),
    .wbs_we_i(wbs_we_i),
    .wbs_sel_i(wbs_sel_i),
    .wbs_adr_i(wbs_adr_i),
    .wbs_dat_i(wbs_dat_i),
    .wbs_ack_o(wbs_ack_o_debug),
    .wbs_dat_o(wbs_dat_o_debug)
);
endmodule	 
module debug_regs (    
    input wb_clk_i,
    input wb_rst_i,
    input wbs_stb_i,
    input wbs_cyc_i,
    input wbs_we_i,
    input [3:0] wbs_sel_i,
    input [31:0] wbs_dat_i,
    input [31:0] wbs_adr_i,
    output reg wbs_ack_o,
    output reg [31:0] wbs_dat_o);
    reg [31:0] debug_reg_1;
    reg [31:0] debug_reg_2;
    always @(posedge wb_clk_i or posedge wb_rst_i) begin
        if (wb_rst_i) begin
            debug_reg_1 <=0;
            debug_reg_2 <=0;
            wbs_dat_o   <=0;
            wbs_ack_o   <=0;
        end else if (wbs_cyc_i && wbs_stb_i && wbs_we_i && !wbs_ack_o && (wbs_adr_i[3:0]==4'hC||wbs_adr_i[3:0]==4'h8))begin  
            debug_reg_1[7:0]    <= ((wbs_adr_i[3:0]==4'h8) && wbs_sel_i[0])?  wbs_dat_i[7:0]   :debug_reg_1[7:0];
            debug_reg_1[15:8]   <= ((wbs_adr_i[3:0]==4'h8) && wbs_sel_i[1])?  wbs_dat_i[15:8]  :debug_reg_1[15:8];
            debug_reg_1[23:16]  <= ((wbs_adr_i[3:0]==4'h8) && wbs_sel_i[2])?  wbs_dat_i[23:16] :debug_reg_1[23:16];
            debug_reg_1[31:24]  <= ((wbs_adr_i[3:0]==4'h8) && wbs_sel_i[3])?  wbs_dat_i[31:24] :debug_reg_1[31:24];
            debug_reg_2[7:0]    <= ((wbs_adr_i[3:0]==4'hC) && wbs_sel_i[0])?  wbs_dat_i[7:0]   :debug_reg_2[7:0];
            debug_reg_2[15:8]   <= ((wbs_adr_i[3:0]==4'hC) && wbs_sel_i[1])?  wbs_dat_i[15:8]  :debug_reg_2[15:8];
            debug_reg_2[23:16]  <= ((wbs_adr_i[3:0]==4'hC) && wbs_sel_i[2])?  wbs_dat_i[23:16] :debug_reg_2[23:16];
            debug_reg_2[31:24]  <= ((wbs_adr_i[3:0]==4'hC) && wbs_sel_i[3])?  wbs_dat_i[31:24] :debug_reg_2[31:24];
            wbs_ack_o <= 1;
        end else if (wbs_cyc_i && wbs_stb_i && !wbs_we_i && !wbs_ack_o && (wbs_adr_i[3:0]==4'hC||wbs_adr_i[3:0]==4'h8)) begin  
            wbs_dat_o <= ((wbs_adr_i[3:0]==4'hC)) ? debug_reg_2 : debug_reg_1; 
            wbs_ack_o <= 1;
        end else begin 
            wbs_ack_o <= 0;
            wbs_dat_o <= 0;
        end
    end
endmodule
`default_nettype wire
```
**./run.sh**
```bash
#!/bin/bash
# OpenROAD 26Q1-2900-gdf79404cd8, Yosys 0.63+post, stock flow scripts
make -C /OpenROAD-flow-scripts/flow DESIGN_CONFIG=/design/flow/config.mk WORK_HOME=/design/flow/orfs finish
```
**./config.mk**
```make
export PLATFORM = sky130hd
export DESIGN_NAME = user_project_wrapper
export DESIGN_NICKNAME = user_project_wrapper
export VERILOG_FILES = /design/flow/design.v
export SDC_FILE = /design/flow/constraint.sdc
export NUM_CORES = 4
export LEC_CHECK = 1
export CORE_AREA = 10 10 252 252
export DIE_AREA = 0 0 262 262
```
**./constraint.sdc**
```tcl
current_design user_project_wrapper

set clk_period 2.8
set clk_io_pct 0.2

create_clock -name clk0 -period $clk_period [get_ports {wb_clk_i}]

set non_clock_inputs [all_inputs -no_clocks]
set_input_delay [expr $clk_period * $clk_io_pct] -clock clk0 $non_clock_inputs
set_output_delay [expr $clk_period * $clk_io_pct] -clock clk0 [all_outputs]
```
==> CHANGELOG.md <==
### Physical design

* Tightest Hold Check Type: register to register
* Power per Cell Area at 397.1 nW/um2
* Max Fclk at 368.0 MHz
* Yosys Chip Area at 5852 um2
* Count of cells along the worst hold path at 1
* Sequential-to-total area share from yosys stat at 41.48%
* Number of antenna violations at the first check in global routing at 2
* Site row count at 88
* Status: finished, final reports clean
* Fp_density at 10.12%
* Tally of yosys warning messages at 202
* Crit path to: wbs_ack_o
* Total Routing Usage GR at 4.533%
* Layout cell share with drive strength beyond 1 at 18.94%
* Reg-to-Reg Start: debug.wbs_ack_o
* Clock root buffer: clkbuf_16
* Pin count of the biggest net entering global routing at 98
* CTS H-tree lvls at 3
* Final weighted congestion of routability-driven global placement at 0.7272
* CTS Buf Count at 9
* Crit path launch type: input port
* Max Fanout on Critical Path at 2
* Reg-to-reg setup timing slack at 0.95 ns
* Switching share of power at 25.13%
* Total I/O pin count at 645
* Portion of total power attributed to the clock network at 45.5%
* Register clock-pin slew on the reported worst setup and hold paths at 0.07 ns
* Total of fill cells in the finished design at 6501
* Reg power frac at 46.9%
* Area growth, synth to finish at 28.35%
* X dimension of the die at 262 um
* Leakage Power at 3.359 nW
* Number of hold-repair buffers added at the cts stage at 0
* Combinational Power Share at 7.6%
* Number of failing setup endpoints in the final timing report at 0
* Synthesized area per cell at 11.41 um2
* Remaining global-route overflow at 0
* Detail Placement HPWL at 12.78 mm
* Core area at 57810 um2
* Portion of synthesized cell area occupied by the leading cell type at 41.48%
* Utilization after layout at 12.99%
* Mapped cell area at 5852 um2
* Internal power component at 0.002233 W
* Tally of max-capacitance violations at 0
* DR DRC count at 0
* Post-route clock period utilization at 97.05%
* Most used flip-flop cell after synthesis: dfrtp_1
* Cell count after synthesis at 513
* Count of endpoints without a timing constraint at 37
* Routed vias at 3496
* Number of antenna-violating nets in the routed design at 0
* Total Wirelength at 16.33 mm
* Element type at the critical path end: output pin
* Combinational cell area excluding buffers and inverters at 2447 um2
* Final hold violation count at 0
* Highest ir drop seen on vdd at 0.0003301 V
* Setup tns final at 0 ns
* Vertical die size at 262 um
* Critical Path Source: wbs_adr_i[22]
* Tally of unique sky130hd cells used after synthesis at 28
* Clk_skew at 0.009933 ns
* Depth of the worst register-to-register path at 5
* Tightest Pin Transition at 0.7858 ns
* First-pass GRT wire length at 23.38 mm
* Clock tree from TritonCTS: done
* Area of the die at 68640 um2
* Latest clock arrival within the worst-skew pair at 0.36 ns
* Cells in synth_stat.txt at 513
* Ys async rst share at 100.0%
* Biggest area cells: dfrtp_1 41%, buf_4 27%, mux2_2 10%, mux2i_1 5.5%, a211oi_1 4.1%
* IO Port Bufs at 105
* Number of global-route vias before repair at 4039
* Start-to-end type of the worst setup path: input port to output pin
* Bufs on Longest Clock Path at 2
* Initial drt markers at 75
* Number of placed instances with taps included at 1349
* Stage-log warning count at 319
* Via/cell ratio at 2.554
* Register bit count reported by yosys at 97
* Sw power at 0.0007495 W
* Power Total at 0.002983 W
* Top cell type by total area after synthesis: dfrtp_1
* RR Endpoint: debug.debug_reg_1[23]
* Worst slew margin relative to its limit at 47.61%
* RSZ-0062 raised after global routing: false
* Required arrival time at the worst endpoint at 2.24 ns
* Area of all sequential standard cells at 2427 um2
* Data arrival time of the worst path at 2.16 ns
* Post-synth EDFFs at 0
* Detailed Routing Iterations Pass 1 at 4
* Final cell count without fillers at 1369
* WL per Instance at 11.92 um
* Max-slew violation count at 0
* Number of sinks handled by clock tree synthesis at 97
* Period minus WS final at 2.717 ns
-- power by group through the flow --
stage / sequential (W) / combinational, W / clock (W)
final: 0.00140 / 0.000226 / 0.00136
after global routing: 0.00140 / 0.000259 / 0.00149
after CTS: 0.00140 / 0.000238 / 0.00144
-- cell usage in the layout, fill, tap and decap left out, types with 3 or more instances in the layout --
cell type / n
conb_1: 169
clkdlybuf4s50_1: 101
dfrtp_1: 97
mux2_2: 52
mux2i_1: 32
nor2_1: 32
a211oi_1: 32
buf_4: 13
clkbuf_16: 9
buf_12: 9
nand4_4: 8
mux2_1: 7
mux2_4: 5
and3_1: 4
nand4_1: 3
nor4_4: 3
clkinvlp_4: 3
inv_8: 3
dlymetal6s2s_1: 3
-- Yosys cell counts, drive strengths merged (2+ instances only) --
cell type	n
buf	215
dfrtp	97
mux2	64
nor2	34
a211oi	32
mux2i	32
nand4	11
clkbuf	7
and3	5
inv	4
nor4	3
nand3b	2
-- per-stage QoR --
| stage | cell area [um2] | hold WS, ns | setup WS (ns) |
|---|---|---|---|
| final | 7511 | 0.4918 | 0.08262 |
| after global routing | 7506 | 0.5144 | 0.01733 |
| after CTS | 7487 | 0.4988 | 0.002273 |
| after detailed placement | 7144 | 0.4809 | -0.3377 |
| after global placement | 7144 | 0.4734 | -0.3395 |
| after floorplan | 6486 | 0.4635 | 0.4692 |
-- worst max-delay path, cell delays in order --
cell and delay, ns:
clkdlybuf4s50_1 0.40, or4b_4 0.49, nor4_4 0.29, and3_4 0.22
dlygate4sd2_1 0.19
-- flip-flops by register name (all words and copies together), names as in the netlist --
register           count
debug.wbs_dat_o       32
debug.debug_reg_1     32
debug.debug_reg_2     32
debug.wbs_ack_o        1
-- per-layer routing --
layer	vias up	track usage (%)	share of wire [%]
li1	1548	-	-
met1	1682	6.243	46
met2	243	5.974	38
met3	23	2.696	13
met4	0	0.9577	2.3
met5	-	0	0
-- worst min path at each step --
stage                            startpoint               endpoint
after global routing   debug.debug_reg_1[4]   debug.debug_reg_1[4]
final                 debug.debug_reg_1[23]  debug.debug_reg_1[23]
after CTS             debug.debug_reg_1[23]  debug.debug_reg_1[23]
-- cell families after synthesis --
kind of cell,after synthesis,share of synthesized area [%]
AND/OR/NAND/NOR,61,8.039
flip-flops,97,41.48
AND-OR/OR-AND,32,4.105
multiplexers,96,18.11
other,1,0.06408
buffers and inverters,226,28.20
-- area by class of cell --
cell class | instances | share of cell area (%)
Inverter | 4 | 0.2499
Clock inverter | 7 | 1.266
Antenna cell | 2 | 0.06663
Tap cell | 765 | 12.74
Sequential cell | 97 | 32.32
Clock buffer | 9 | 2.999
Multi-Input combinational cell | 358 | 32.58
Timing Repair Buffer | 127 | 17.77
-- repair_timing --
item | in CTS | in global routing
pin swaps | 3 | 3
setup endpoints to repair | 1 | 1
resized | 4 | 4
setup buffers | 1 | 1
Power is estimated from default activity; no workload was simulated.
