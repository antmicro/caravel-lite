<file path="flow/config.mk">
export PLATFORM = sky130hd
export DESIGN_NAME = user_analog_project_wrapper
export DESIGN_NICKNAME = user_analog_project_wrapper
export VERILOG_FILES = /design/flow/design.v
export SDC_FILE = /design/flow/constraint.sdc
export NUM_CORES = 4
export LEC_CHECK = 1
export CORE_AREA = 10 10 259 259
export DIE_AREA = 0 0 269 269
</file>
<file path="flow/constraint.sdc">
current_design user_analog_project_wrapper

set clk_period 4.6
set clk_io_pct 0.2

create_clock -name clk0 -period $clk_period [get_ports {wb_clk_i}]

set non_clock_inputs [all_inputs -no_clocks]
set_input_delay [expr $clk_period * $clk_io_pct] -clock clk0 $non_clock_inputs
set_output_delay [expr $clk_period * $clk_io_pct] -clock clk0 [all_outputs]
</file>
<file path="flow/design.v">
`default_nettype none
`default_nettype none
module user_analog_project_wrapper (
    inout vdda1,	 
    inout vdda2,	 
    inout vssa1,	 
    inout vssa2,	 
    inout vccd1,	 
    inout vccd2,	 
    inout vssd1,	 
    inout vssd2,	 
    input wb_clk_i,
    input wb_rst_i,
    input wbs_stb_i,
    input wbs_cyc_i,
    input wbs_we_i,
    input [3:0] wbs_sel_i,
    input [31:0] wbs_dat_i,
    input [31:0] wbs_adr_i,
    output wbs_ack_o,
    output [31:0] wbs_dat_o,
    input  [127:0] la_data_in,
    output [127:0] la_data_out,
    input  [127:0] la_oenb,
    input  [(19 + 19)-(5 + 6)-1:0] io_in,
    input  [(19 + 19)-(5 + 6)-1:0] io_in_3v3,
    output [(19 + 19)-(5 + 6)-1:0] io_out,
    output [(19 + 19)-(5 + 6)-1:0] io_oeb,
    inout [(19 + 19)-(5 + 6)-10:0] gpio_analog,
    inout [(19 + 19)-(5 + 6)-10:0] gpio_noesd,
    inout [(5 + 6)-1:0] io_analog,
    inout [2:0] io_clamp_high,
    inout [2:0] io_clamp_low,
    input   user_clock2,
    output [2:0] user_irq
);
assign io_out = io_in;
wire wbs_cyc_i_user;
wire  wbs_ack_o_user;
wire [31:0] wbs_dat_o_user;
wire  wbs_cyc_i_debug;
wire wbs_ack_o_debug;
wire [31:0] wbs_dat_o_debug;
assign wbs_cyc_i_user  = (wbs_adr_i[31:3] != 29'h601FFFF) ? wbs_cyc_i : 0; 
assign wbs_cyc_i_debug = (wbs_adr_i[31:3] == 29'h601FFFF) ? wbs_cyc_i : 0; 
assign wbs_ack_o = (wbs_adr_i[31:3] == 28'h601FFFF) ? wbs_ack_o_debug : wbs_ack_o_user; 
assign wbs_dat_o = (wbs_adr_i[31:3] == 28'h601FFFF) ? wbs_dat_o_debug : wbs_dat_o_user; 
assign wbs_ack_o_user = 0;
debug_regs debug(
    .wb_clk_i(wb_clk_i),
    .wb_rst_i(wb_rst_i),
    .wbs_cyc_i(wbs_cyc_i_debug),
    .wbs_stb_i(wbs_stb_i),
    .wbs_we_i(wbs_we_i),
    .wbs_sel_i(wbs_sel_i),
    .wbs_adr_i(wbs_adr_i),
    .wbs_dat_i(wbs_dat_i),
    .wbs_ack_o(wbs_ack_o_debug),
    .wbs_dat_o(wbs_dat_o_debug)
);
endmodule	 
module debug_regs (    
    input wb_clk_i,
    input wb_rst_i,
    input wbs_stb_i,
    input wbs_cyc_i,
    input wbs_we_i,
    input [3:0] wbs_sel_i,
    input [31:0] wbs_dat_i,
    input [31:0] wbs_adr_i,
    output reg wbs_ack_o,
    output reg [31:0] wbs_dat_o);
    reg [31:0] debug_reg_1;
    reg [31:0] debug_reg_2;
    always @(posedge wb_clk_i or posedge wb_rst_i) begin
        if (wb_rst_i) begin
            debug_reg_1 <=0;
            debug_reg_2 <=0;
            wbs_dat_o   <=0;
            wbs_ack_o   <=0;
        end else if (wbs_cyc_i && wbs_stb_i && wbs_we_i && !wbs_ack_o && (wbs_adr_i[3:0]==4'hC||wbs_adr_i[3:0]==4'h8))begin  
            debug_reg_1[7:0]    <= ((wbs_adr_i[3:0]==4'h8) && wbs_sel_i[0])?  wbs_dat_i[7:0]   :debug_reg_1[7:0];
            debug_reg_1[15:8]   <= ((wbs_adr_i[3:0]==4'h8) && wbs_sel_i[1])?  wbs_dat_i[15:8]  :debug_reg_1[15:8];
            debug_reg_1[23:16]  <= ((wbs_adr_i[3:0]==4'h8) && wbs_sel_i[2])?  wbs_dat_i[23:16] :debug_reg_1[23:16];
            debug_reg_1[31:24]  <= ((wbs_adr_i[3:0]==4'h8) && wbs_sel_i[3])?  wbs_dat_i[31:24] :debug_reg_1[31:24];
            debug_reg_2[7:0]    <= ((wbs_adr_i[3:0]==4'hC) && wbs_sel_i[0])?  wbs_dat_i[7:0]   :debug_reg_2[7:0];
            debug_reg_2[15:8]   <= ((wbs_adr_i[3:0]==4'hC) && wbs_sel_i[1])?  wbs_dat_i[15:8]  :debug_reg_2[15:8];
            debug_reg_2[23:16]  <= ((wbs_adr_i[3:0]==4'hC) && wbs_sel_i[2])?  wbs_dat_i[23:16] :debug_reg_2[23:16];
            debug_reg_2[31:24]  <= ((wbs_adr_i[3:0]==4'hC) && wbs_sel_i[3])?  wbs_dat_i[31:24] :debug_reg_2[31:24];
            wbs_ack_o <= 1;
        end else if (wbs_cyc_i && wbs_stb_i && !wbs_we_i && !wbs_ack_o && (wbs_adr_i[3:0]==4'hC||wbs_adr_i[3:0]==4'h8)) begin  
            wbs_dat_o <= ((wbs_adr_i[3:0]==4'hC)) ? debug_reg_2 : debug_reg_1; 
            wbs_ack_o <= 1;
        end else begin 
            wbs_ack_o <= 0;
            wbs_dat_o <= 0;
        end
    end
endmodule
`default_nettype wire
</file>
<file path="flow/run.sh">
#!/bin/bash
# OpenROAD 26Q1-2900-gdf79404cd8, Yosys 0.63+post, stock flow scripts
make -C /OpenROAD-flow-scripts/flow DESIGN_CONFIG=/design/flow/config.mk WORK_HOME=/design/flow/orfs finish
</file>
==> reports/qor.yml <==
job:
  max_cap_violations: 0
  warnings: 370
synth:
  syn_area_um2: 5690
  count_of_instantiated_cells_in_the_yosys_netlist: 491
  synth_warnings: 191
  yosys.stat.seqShare: 0.427
  postSynthRegisterBits: 97
  synthesis.instances: 491
  netlist-cell-type-count: 28
  yosys-stat-area_um2: 5690
  syn_avg_cell_area_um2: 11.6
sta:
  setup-tns-final_ns: 0
  max_clock_freq_mhz: 254
  max_slew_margin: 0.512
  untimed_endpoints: 61
  finalClockSkew_ns: 0.00704
  hold_violations_final: 0
  finalCritPeriodShare: 0.856
  final_max_slew_viol_count: 0
  grt_setup_unrepaired: "no"
  finalWorstSetupSlack_ns: 0.661
  finalWorstPathRequiredPeriod_ns: 3.94
  setup_viol: 0
  tightestPinTransition_ns: 0.732
global_route:
  gr-usage-all-layers: 0.0460
  grt_antenna_before_repair: 4
  globalRoute.totalOverflow: 0
  grt_pass1_vias: 4086
  wire_length_of_the_first_global_routing_pass_um: 24600
  largest_net_degree_at_the_start_of_global_routing: 65
placed_design:
  placement_stage_cell_area_um2: 6990
  gp_weighted_congestion: 0.744
  hpwl_after_dpl_um: 13300
  numPortBuffers: 105
  place_worst_setup_slack_ns: 0.628
final_layout:
  final_core_util: 0.119
  share_of_layout_cells_above_drive_strength_1: 0.170
  area_growth_pct: 28.5
  design_area_um2: 7310
  n_fill_cell: 6938
floorplan:
  design.die.area_um2: 72400
  die_x_um: 269
  top_level_ports: 663
  core.rowCount: 91
  floorplan.die.height_um: 269
  core_region_area_um2: 61600
  initial_utilization: 0.0923
pwr:
  pwr_density_cell_nw_per_um2: 247
  vdd_ir_drop_max_v: 0.000213
  leakage_component_of_the_power_nw: 3.17
detailed_routing:
  detail-route-antenna-nets: 0
  detailroute.wirelength.met3_um: 1810
  routedWlPerCell_um: 11.9
  dr.max_layer_used: "met5"
  drt-initial-drc-count: 106
  post_route_wl_um: 16800
  num_vias: 3394
  wl_met2_um: 6020
  drc_errors: 0
  routedLengthMet1_um: 8660
  firstDrtPassIters: 4
  route.detailed.vias_per_inst: 2.40
  num_antenna_cells: 0
hold_path:
  worst_min_delay_path_class: "register to register"
clock_network:
  worst_skew_pair.late_latency_ns: 0.37
  cts-buffers-inserted: 9
  ctsHoldBuffers: 0
  cts.root.buffer_cell: "sky130_fd_sc_hd__clkbuf_16"
  clk_transition_reported_paths_ns: 0.07
  cts_tree: "done"
  cts-resized-gates: 0
  clkSinkCount: 97
  cts_setup_buffers: 0
  cts.path.max_buffers: 2
  number_of_h_tree_levels: 3
critical_path:
  timing.critical_path.required_ns: 3.68
  worst_ep_arrival_time_ns: 3.02
  worst_setup_path_start_kind: "input pin"
  setup_slack_of_the_most_critical_reg_to_reg_path_ns: 2.26
  path_type_of_the_worst_setup_path: "input pin to output pin"
  cp_max_fo: 2
  critical_path.endpoint_type: "output pin"
outcome:
  outcome: "complete, no violations"
## critical path: stages
cell and delay (ns):
sky130_fd_sc_hd__clkdlybuf4s50_1 0.39, sky130_fd_sc_hd__or4b_1 0.57, sky130_fd_sc_hd__nor4_4 0.27, sky130_fd_sc_hd__buf_4 0.20, sky130_fd_sc_hd__and3_2 0.18, sky130_fd_sc_hd__clkdlybuf4s50_1 0.47
## report_power, final
| part | switching, W | internal (W) | total, W |
|---|---|---|---|
| registers | 0.000000000000182 | 0.000852 | 0.000852 |
| clock network | 0.000384 | 0.000440 | 0.000823 |
| logic | 0.0000672 | 0.0000662 | 0.000133 |
| total | 0.000451 | 0.00136 | 0.00181 |
## sequential cells by signal (all words and copies together) (netlist names)
signal / flops
debug.debug_reg_2: 32
debug.wbs_ack_o: 1
debug.debug_reg_1: 32
debug.wbs_dat_o: 32
## through the flow
step                      hold WS, ns  cells  total power [W]
final                           0.497   1414          0.00181
after global routing            0.518   1414          0.00190
after CTS                       0.500   1414          0.00186
after detailed placement        0.481   1398          0.00101
after global placement          0.474   1398          0.00101
after floorplan                 0.464    648          0.00102
## cells in the final DEF (no fill, tap or decap), types with 2 or more instances in the layout
cell type,netlist,final
sky130_fd_sc_hd__mux2_4,5,5
sky130_fd_sc_hd__conb_1,1,158
sky130_fd_sc_hd__nor2_1,33,32
sky130_fd_sc_hd__clkdlybuf4s50_1,0,105
sky130_fd_sc_hd__buf_4,186,8
sky130_fd_sc_hd__mux2i_1,32,32
sky130_fd_sc_hd__clkbuf_16,0,9
sky130_fd_sc_hd__nor4_4,1,2
sky130_fd_sc_hd__mux2_2,52,52
sky130_fd_sc_hd__mux2_1,7,7
sky130_fd_sc_hd__inv_8,0,2
sky130_fd_sc_hd__nand4_4,8,8
sky130_fd_sc_hd__a211oi_1,32,32
sky130_fd_sc_hd__nand4_1,3,3
sky130_fd_sc_hd__and3_1,4,4
sky130_fd_sc_hd__dfrtp_1,97,97
sky130_fd_sc_hd__nand3b_1,2,2
sky130_fd_sc_hd__inv_6,0,2
sky130_fd_sc_hd__nor2_4,1,2
sky130_fd_sc_hd__inv_1,4,2
## final timing paths
check	endpoint	depth (start not counted)	startpoint
worst max-delay path	wbs_ack_o	6	wbs_adr_i[22]
worst min-delay path	debug.debug_reg_1[6]	1	debug.debug_reg_1[6]
worst max register to register	debug.debug_reg_2[2]	4	debug.wbs_ack_o
worst min register to register	debug.debug_reg_1[6]	1	debug.debug_reg_1[6]
max in group asynchronous	debug.debug_reg_1[21]	3	wb_rst_i
min in group asynchronous	debug.debug_reg_1[3]	2	wb_rst_i
## cell families after synthesis
family	Yosys count	synth area share
buf+inv	204	0.261
flops	97	0.427
mux	96	0.186
simple gates	61	0.0827
compound gates	32	0.0422
other cells	1	0.000659
## cell type report
type,instances,area (µm²),share of cell area
flip-flops and latches,97,2430,0.332
multi-input cells,347,2390,0.326
repair buffers,113,1110,0.152
well taps,837,1050,0.143
clock buffers,9,225,0.0308
clock inverters,7,95.1,0.0130
inverters,4,17.5,0.00240
## layer usage
layer,vias up,track usage
met5,-,0
met4,2,0.00653
met3,19,0.0204
met2,243,0.0610
met1,1624,0.0686
li1,1506,-
## Yosys cell counts
cell | instances | area [µm²]
sky130_fd_sc_hd__nand4bb_1 | 1 | 11.3
sky130_fd_sc_hd__inv_1 | 4 | 15.0
sky130_fd_sc_hd__buf_6 | 2 | 22.5
sky130_fd_sc_hd__nand4_1 | 3 | 18.8
sky130_fd_sc_hd__a211oi_1 | 32 | 240
sky130_fd_sc_hd__mux2_4 | 5 | 75.1
sky130_fd_sc_hd__buf_4 | 186 | 1400
sky130_fd_sc_hd__dfrtp_1 | 97 | 2430
sky130_fd_sc_hd__buf_2 | 5 | 25.0
sky130_fd_sc_hd__nor2_1 | 33 | 124
sky130_fd_sc_hd__nand3_4 | 1 | 17.5
sky130_fd_sc_hd__nor4_2 | 1 | 12.5
sky130_fd_sc_hd__nor2_4 | 1 | 11.3
sky130_fd_sc_hd__mux2_2 | 52 | 586
sky130_fd_sc_hd__mux2i_1 | 32 | 320
sky130_fd_sc_hd__nand2_1 | 1 | 3.75
sky130_fd_sc_hd__nor4_4 | 1 | 21.3
sky130_fd_sc_hd__nor4_1 | 1 | 6.26
sky130_fd_sc_hd__or4b_1 | 1 | 10.0
sky130_fd_sc_hd__and3_1 | 4 | 25.0
sky130_fd_sc_hd__clkbuf_1 | 7 | 26.3
sky130_fd_sc_hd__and3_2 | 1 | 7.51
sky130_fd_sc_hd__or3b_1 | 1 | 8.76
sky130_fd_sc_hd__nand3b_1 | 2 | 15.0
sky130_fd_sc_hd__conb_1 | 1 | 3.75
sky130_fd_sc_hd__nand4_4 | 8 | 170
sky130_fd_sc_hd__or4_1 | 1 | 7.51
sky130_fd_sc_hd__mux2_1 | 7 | 78.8
Power is estimated from default activity; no workload was simulated.
